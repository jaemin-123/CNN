File: ./design.v
`timescale 1ns / 1ps
module maxpool2x2_core #(
    parameter DATA_W = 24
)(
    input  wire                       clk,
    input  wire                       rst_n,
    input  wire                       valid_in,
    input  wire signed [DATA_W-1:0]   p00, p01,
    input  wire signed [DATA_W-1:0]   p10, p11,
    output reg                        valid_out,
    output reg  signed [DATA_W-1:0]   y
);
    reg signed [DATA_W-1:0] m0, m1;
    always @(posedge clk or negedge rst_n) begin
        if (!rst_n) begin
            valid_out <= 1'b0;
            y         <= {DATA_W{1'b0}};
        end else begin
            valid_out <= valid_in;
            if (valid_in) begin
                m0 = (p00 > p01) ? p00 : p01;
                m1 = (p10 > p11) ? p10 : p11;
                y  <= (m0 > m1) ? m0 : m1;
            end
        end
    end
endmodule
File: ./run.sh
#!/bin/bash
# OpenROAD 26Q1-2900-gdf79404cd8, Yosys 0.63+post, stock flow scripts
make -C /OpenROAD-flow-scripts/flow DESIGN_CONFIG=/design/flow/config.mk WORK_HOME=/design/flow/orfs finish
File: ./config.mk
export PLATFORM = sky130hd
export DESIGN_NAME = maxpool2x2_core
export DESIGN_NICKNAME = maxpool2x2_core
export VERILOG_FILES = /design/flow/design.v
export SDC_FILE = /design/flow/constraint.sdc
export NUM_CORES = 4
export LEC_CHECK = 1
export CORE_UTILIZATION = 30
File: ./constraint.sdc
current_design maxpool2x2_core

set clk_period 1.1
set clk_io_pct 0.2

create_clock -name clk0 -period $clk_period [get_ports {clk}]

set non_clock_inputs [all_inputs -no_clocks]
set_input_delay [expr $clk_period * $clk_io_pct] -clock clk0 $non_clock_inputs
set_output_delay [expr $clk_period * $clk_io_pct] -clock clk0 [all_outputs]
==> results_dict.tcl <==
# collected from the flow reports
set metrics [dict create \
    crit_chain "buf_8, inv_4, ha_4, nand4_1, or2_1, or3_1, a41o_1, a211oi_4, buf_6, mux2i_2, ha_1, nand3_2, nor3_2, buf_4, a221oi_2, o21ai_2, a211oi_4, o21ai_4, buf_6, o2bb2ai_4, a21o_1" \
    power.density_mw_per_mm2 1130 \
    tightest_slew_ns 0.462 \
    synth_flop_count 25 \
    ant_nets 0 \
    maxSlewHeadroom_pct 69.2 \
    fp.coreArea_mm2 0.0120 \
    viasPerCell 5.22 \
    synth.logic.top_family "AND-OR/OR-AND gates" \
    synth-main-ff-cell "dfrtp_1" \
    status "complete, but fails checks" \
    placedCellCount 821 \
    portBuffers 123 \
    synthAoiAreaFrac_pct 28.5 \
    async_flop_share_pct 100 \
    maxCapViolations 0 \
    yosysTopAreaCell "ha_1" \
    drtIter0Drc 171 \
    yosysWarnings 1 \
    busiest_layer "met2" \
    synthXorXnorAreaFrac_pct 0 \
    fin_crit_sh_pct 388 \
    crit_required_ns 1.30 \
    slew_viol_final 0 \
    setup_viol 24 \
    failed_checks "negative setup slack" \
    critPathKind "primary input to register" \
    ys_seq_share_pct 16.9 \
    vias 4795 \
    max_stage_delay_ns 0.36 \
    gp_congestion 0.907 \
    syn_to_final_growth_pct 116 \
    worst_ir_drop_vdd_uv 944 \
    firstDrtPassIters 4 \
    syn_area_per_cell_um2 8.55 \
    totalWireLength_mm 15.5 \
    r2r-start "y[16]$_DFFE_PN0P_" \
    die_h_um 113 \
    syn-cell-area_mm2 0.00370 \
    overflow 0 \
    diodes 0 \
    critPathCapture "y[13]$_DFFE_PN0P_" \
    combGateArea_mm2 0.00394 \
    drc 0 \
    dieArea_mm2 0.0128 \
    clock_sinks 25 \
    clock_skew_ns 0 \
    ios 124 \
    cts.clk_slew.worst_paths_ns 0.06 \
    grt_use_met1_pct 32.1 \
    fin_ws_ns -3.17 \
    top_area_share_pct 24.3 \
    floorplan.core_util_pct 30.8 \
    synth_cell_types 41 \
    seq_area_um2 626 \
    synth_stat.cells 433 \
    cts_buffer_depth 2 \
    cts_made_buffers 3 \
    fin_total_pwr_mw 9.01 \
    critical_path.slowest_cell "or3_1" \
    final_cell_count_no_fill 919 \
    period_minus_slack_ns 4.27 \
    ys_sh_simple_pct 9.40 \
    track_usage_pct 23.0 \
    edf_count 0 \
    hpwl_mm 9.90 \
    cp-start-kind "primary input" \
    gr-usage-met3_pct 2.67 \
    yosys-stat-area_mm2 0.00370 \
    grt_pass1_vias 4901 \
    ys_sh_mux_pct 13.0 \
    reg2reg_slack_ns 0.07 \
    r2r-end "y[16]$_DFFE_PN0P_" \
    worst-path-max-fanout 8 \
    cts_tree "yes" \
    die_x_um 113 \
    clk_latency_ns 0.26 \
    holdBufCountCts 0 \
    r2r_cells 4 \
    warnings 28 \
    syn_inst 433 \
    drive_gt1_share_pct 56.2 \
    clk_root_buffer_cell "clkbuf_16" \
    topCellsByArea "ha_1, dfrtp_1, mux2i_1" \
    hp-class "primary input to asynchronous set/reset pin" \
    fmax_mhz 234 \
    hold_violations 0 \
    cts_max_level 1 \
    worstSetupStartpoint "p11[15]" \
    ys_sh_adder_pct 24.3 \
    p_leak_nw 3.85 \
    cp.arrival_ns 4.46 \
    fillers 881 \
    num_rows 40 \
    grt_max_degree 27 \
    grt_pass1_wl_mm 23.5 \
    wl_per_cell_um 16.8 \
    met2_usage_pct 39.9 \
    antenna_found_initial 0 \
    rsz0062_at_grt "yes" \
    critPathCaptureType "register" \
]
[registers in the layout, indices dropped and copies added, names as in the netlist]
register / flops
valid_out: 1
y: 24
[metal layers]
layer / vias to the layer above / routed length [um]
met1: 2303 / 7040
met5: - / 0
met3: 18 / 753
met2: 130 / 7470
met4: 0 / 215
li1: 2344 / -
[power by group]
part           internal, mW  total [mW]  leakage [nW]  switching [mW]
logic                  3.90        6.70          3.51            2.79
registers              1.27        1.49         0.304           0.226
clock network         0.496       0.817        0.0382           0.322
total                  5.66        9.01          3.85            3.34
[cell usage after synthesis (7+ instances only)]
cell       number
inv_1          52
nor2_1          9
o21ai_0         7
a221oi_1       25
dfrtp_1        25
a21o_1         26
mux2i_1        46
clkbuf_1       15
nand4_1        14
ha_1           72
a21oi_1        52
nand3_1         9
nand2_1        15
o2bb2ai_1      22
[cells by family (layout without fill, tap and decap cells)]
| family | after synthesis | in the layout |
|---|---|---|
| flip-flops | 25 | 25 |
| multiplexers | 48 | 48 |
| buffers and inverters | 71 | 410 |
| AND/OR/NAND/NOR | 66 | 66 |
| AND-OR/OR-AND | 151 | 151 |
| adder cells (fa/ha/maj) | 72 | 72 |
[timing repair]
action                                  4_1_cts  5_1_grt
resized                                     377       99
endpoints found under the setup margin       49       37
cloned                                        3        0
endpoints found under the hold margin         0        0
pin swaps                                    70       36
buffers inserted                             80       13
[worst max-delay path, delay by kind of cell]
kind,cells,cell delay [ns]
simple gates,5,1.00
mux,1,0.36
compound gates,8,1.66
buf+inv,5,0.63
fa+ha+maj,2,0.58
[layout make-up]
type                            instances  area share [%]
Multi-Input combinational cell        337            49.4
Timing Repair Buffer                  354            36.8
Sequential cell                        25            7.83
Inverter                               52            2.73
Tap cell                              147            2.30
Clock buffer                            4           0.987
[per-stage QoR]
stage / cell area [um^2] / setup slack (ns) / utilization, % / TNS (ns) / hold WS, ns
after floorplan: 3840 / -3.00 / - / -71.44 / -0.0756
after global placement: 6210 / -3.67 / 51.7 / -87.68 / 0.545
after detailed placement: 6210 / -3.76 / 51.7 / -88.96 / 0.554
after CTS: 7520 / -2.95 / 62.6 / -70.13 / 0.315
after global routing: 7990 / -3.28 / 66.5 / -77.55 / 0.337
final: 7990 / -3.17 / 66.5 / -74.62 / 0.309
[layout by cell type, fill, tap and decap left out, types with 12 or more instances in the layout]
| master | netlist | final |
|---|---|---|
| a21oi_2 | 0 | 18 |
| mux2i_1 | 46 | 35 |
| nand4_1 | 14 | 14 |
| ha_4 | 0 | 36 |
| inv_1 | 52 | 26 |
| a21oi_1 | 52 | 34 |
| buf_2 | 0 | 20 |
| dlygate4sd2_1 | 0 | 26 |
| clkdlybuf4s50_1 | 0 | 12 |
| inv_2 | 0 | 22 |
| a21o_1 | 26 | 26 |
| dfrtp_1 | 25 | 25 |
| nand2_1 | 15 | 14 |
| buf_4 | 2 | 212 |
| a221oi_1 | 25 | 13 |
| ha_1 | 72 | 34 |
| buf_6 | 2 | 23 |
| clkdlybuf4s15_1 | 0 | 32 |
| o2bb2ai_4 | 0 | 13 |
[worst min path at each step]
stage,endpoint,cells after the start,slack (ns)
finish,y[1]$_DFFE_PN0P_,2,0.31
global route,y[1]$_DFFE_PN0P_,2,0.34
CTS,y[7]$_DFFE_PN0P_,2,0.31
Power and IR drop assume default switching activity.
